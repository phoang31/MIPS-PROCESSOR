`design/flow/design.v`:
```
`timescale 1ns / 1ps
module full_adder(
    input Cin,
    input x,
    input y,
    output s,
    output Cout
    );
    wire temp1, temp2, temp3;
    xor(s, x, y, Cin);
    and(temp1, y, Cin);
    and(temp2, x, Cin);
    and(temp3, x, y);
    or(Cout, temp1, temp2, temp3);
endmodule
`timescale 1ns / 1ps
module signed_Adder(
    input Cin,
    input op,
    input [15:0] x,
    input [15:0] y,
    output [15:0] out,
    output Cout,
    output OV,
    output zero
    );
    wire [15:1] c;       
    wire [15:0] yxorOP;
    wire isNotZero;
    assign yxorOP = op ^ y;
    full_adder FA0(Cin, x[0], yxorOP[0], out[0], c[1]);
    full_adder FA1(c[1], x[1], yxorOP[1], out[1], c[2]);
    full_adder FA2(c[2], x[2], yxorOP[2], out[2], c[3]);
    full_adder FA3(c[3], x[3], yxorOP[3], out[3], c[4]);
    full_adder FA4(c[4], x[4], yxorOP[4], out[4], c[5]);
    full_adder FA5(c[5], x[5], yxorOP[5], out[5], c[6]);
    full_adder FA6(c[6], x[6], yxorOP[6], out[6], c[7]);
    full_adder FA7(c[7], x[7], yxorOP[7], out[7], c[8]);
    full_adder FA8(c[8], x[8], yxorOP[8], out[8], c[9]);
    full_adder FA9(c[9], x[9], yxorOP[9], out[9], c[10]);
    full_adder FA10(c[10], x[10], yxorOP[10], out[10], c[11]);
    full_adder FA11(c[11], x[11], yxorOP[11], out[11], c[12]);
    full_adder FA12(c[12], x[12], yxorOP[12], out[12], c[13]);
    full_adder FA13(c[13], x[13], yxorOP[13], out[13], c[14]);
    full_adder FA14(c[14], x[14], yxorOP[14], out[14], c[15]);
    full_adder FA15(c[15], x[15], yxorOP[15], out[15], Cout);
    xor(OV, Cout, c[15]);
    or(isNotZero, out);
    nor(zero, isNotZero, Cout);
endmodule
```
`design/flow/run.sh`:
```
#!/bin/bash
# OpenROAD 26Q1-2900-gdf79404cd8, Yosys 0.63+post, stock flow scripts
make -C /OpenROAD-flow-scripts/flow DESIGN_CONFIG=/design/flow/config.mk WORK_HOME=/design/flow/orfs finish
```
`design/flow/config.mk`:
```
export PLATFORM = sky130hd
export DESIGN_NAME = signed_Adder
export DESIGN_NICKNAME = signed_Adder
export VERILOG_FILES = /design/flow/design.v
export SDC_FILE = /design/flow/constraint.sdc
export NUM_CORES = 4
export LEC_CHECK = 1
export CORE_AREA = 10 10 85 85
export DIE_AREA = 0 0 95 95
```
`design/flow/constraint.sdc`:
```
current_design signed_Adder

set clk_period 5.8
set clk_io_pct 0.2

create_clock -name clk0 -period $clk_period

set non_clock_inputs [all_inputs -no_clocks]
set_input_delay [expr $clk_period * $clk_io_pct] -clock clk0 $non_clock_inputs
set_output_delay [expr $clk_period * $clk_io_pct] -clock clk0 [all_outputs]
```
==> ci_impl_report.md <==
### Yosys + OpenROAD results

| Metric | Value |
|---|---|
| Worst path arrival time | 7.17 ns |
| Num ports | 53 |
| Die Wd | 95 um |
| TNS Setup | -17.60 ns |
| Seq pwr share | 0 |
| MUX share of area | 0 |
| Switching power | 0.0000294 W |
| GP Congestion | 0.763 |
| Synth-to-Final Area Change | 113% |
| Outcome | finished with violations |
| Yosys warning count | 0 |
| Total Routed Length | 1460 um |
| CP Class | input pin to output pin |
| Port buffer count | 53 |
| Mapped cell area | 498 um^2 |
| Die Ht | 95 um |
| Rel. slew slack | 0.917 |
| Synth Instances | 44 |
| # Max-Cap Violations | 0 |
| # Cells Yosys | 44 |
| Dpl ws | -3.43 ns |
| Worst Hold Class | input pin to output pin |
| Clock power share | 0 |
| Endpoints failing setup | 11 |
| Most used cell, CP | fa_2 |
| Logic family by area | adder cells |
| Adder share | 0.643 |
| Yosys stat area | 498 um^2 |
| GRT Overall Usage | 0.0303 |
| Die Footprint | 0.00903 mm^2 |
| CP bufs+invs | 5 |
| PwrDens | 96.0 mW/mm^2 |
| CP top delay family | adder cells |
| Via-per-instance ratio | 2.63 |
| Startpoint types | input pin |
| Final period util | 1.44 |
| Post-synth seq share | 0 |
| Critical path required time | 4.64 ns |
| CP max stage cell | fa_2 |
| Worst Path Max Fanout | 2 |
| Most frequent logic cells in the routed design | clkdlybuf4s50_1, fa_2, buf_2 |
| Final setup margin | -2.53 ns |
| Final core occ | 0.193 |
| Initial antenna violation count | 0 |
| Largest net degree at the start of global routing | 3 |
| Maximum clock rate | 120 MHz |
| ANT cells | 0 |
| XOR Share, Synth | 0.0352 |
| Final slew viol count | 0 |
| Compound Share, Synth | 0 |
| Log Warnings | 35 |
| Failing checks | negative setup slack |
| TritonRoute pass-1 iters | 2 |
| Drt wl/cell | 9.37 um |
| Final antenna-violating net count | 0 |
| Tightest Pin Transition | 0.125 ns |
| Post-Syn Area per Cell | 11.3 um^2 |
| CP cell instances | buf_8, xnor2_4, fa_2, inv_2, fa_2, fa_2, fa_2, fa_2, fa_2, fa_2, fa_2, fa_2, fa_2, fa_2, fa_2, fa_2, fa_2, fa_2, inv_2, fa_2, inv_2, buf_2 |
| FFs & Latches | 0 |
| RSZ-0062 raised after global routing | true |
| FP Util | 0.0910 |
| Fraction of layout cells with a size suffix above 1 | 0.488 |
| Via count | 411 |
| Element type at the critical path end | output pin |
| Hold Vio Cnt, Final | 0 |
| CP Launch Point | y[0] |
| Comb pwr share | 1.000 |
| Row count | 27 |
| Vias in the first global route | 465 |
| Worst VDD drop | 22.5 uV |
| Clock buffer count | 0 |
| Simple Share, Synth | 0.0126 |
| Sw Ratio | 0.290 |
| Critical Path End | out[15] |
| Gr ovfl total | 0 |
| P_leak | 0.402 nW |
| Sequential standard cell area | 0 um^2 |
| Most instantiated logic cell after routing | clkdlybuf4s50_1 |
| CP Depth | 22 |
| Cell variety after synth | 5 |
| Fin crit period | 8.33 ns |
| Core area | 0.00547 mm^2 |
| CTS Hold Bufs | 0 |
| CP max stage delay | 0.43 ns |
| # DRC | 0 |
| Initial DRC Count | 6 |
| Pint | 0.0000722 W |
| Fillers | 612 |
| First-pass GRT wire length | 2240 um |
==> layer usage <==
metal | vias up | track usage | share of wire
met2 | 35 | 0.0452 | 0.42
met5 | - | 0 | 0
li1 | 187 | - | -
met3 | 0 | 0.0192 | 0.21
met4 | 0 | 0 | 0
met1 | 189 | 0.0388 | 0.36
==> worst min path at each step <==
| stage | from | endpoint | slack [ns] | depth (start not counted) |
|---|---|---|---|---|
| final | op | zero | 2.94 | 5 |
| after global routing | op | zero | 2.97 | 5 |
| after CTS | op | zero | 2.94 | 5 |
==> power by group through the flow <==
stage	combinational, W	sequential, W	clock [W]
CTS	0.000105	0	0
global route	0.000117	0	0
finish	0.000102	0	0
==> stage by stage <==
step	area, um^2	total power [W]	hold slack, ns	std cells
2_1_floorplan	557	0.0000543	2.56	44
3_3_place_gp	1060	0.000112	3.45	153
3_5_place_dp	1060	0.000112	3.45	153
4_1_cts	1050	0.000105	2.94	156
5_1_grt	1060	0.000117	2.97	156
6_report	1060	0.000102	2.94	156
==> timing repair <==
item	CTS	global route
resized	61	3
setup buffers	3	0
hold endpoints to repair	0	0
setup endpoints to repair	13	12
pin swaps	19	18
==> cell type report <==
class	count	area, um^2	share of cell area
multi-input cells	19	413	0.390
repair buffers	56	522	0.493
well taps	72	90.1	0.0851
inverters	9	33.8	0.0319
==> synth_stat cells (all sizes together) <==
master  instances  area, um^2
fa             16         320
and2            1        6.26
xnor2           2        17.5
buf            16         120
inv             9        33.8
==> tightest hold or removal path, stage by stage <==
cell,delay (ns)
buf_8,0.08
xnor2_4,0.10
fa_2,0.22
and2_4,0.14
buf_6,0.07
==> cell families (layout without fill, tap and decap cells) <==
group / count (synthesis) / in the layout
xor+xnor: 2 / 2
simple gates: 1 / 1
fa+ha+maj: 16 / 16
buf+inv: 25 / 65
Power is estimated from default activity; no workload was simulated.
