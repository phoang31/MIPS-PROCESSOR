===== /design/flow/design.v =====
`timescale 1ns / 1ps
module DataMem(
    output reg [15:0] A,        
    input [15:0] C,          
    input [15:0] Aaddr,       
    input load,             
    input read,              
    input clk                
);
reg[15:0] regs[63:0];         
    initial begin
    regs[0] = 9;
    regs[1] = 8;
    regs[2] = 7;
    regs[3] = 6;
    regs[4] = 5;
    regs[5] = 4;
    regs[6] = 3;
    regs[7] = 2;
    regs[8] = 1;
    regs[9] = 10;
    regs[10] = 12;
    regs[11] = 13;
    regs[12] = 14;
    regs[13] = 15;
    regs[14] = 16;
    regs[15] = 20;
    end
always @(posedge clk) begin
        if(load) begin
            regs[Aaddr] <= C;
        end
end
always@(*) begin
if(read) begin A = regs[Aaddr]; end
else begin A = 16'bz; end
end
endmodule

===== /design/flow/run.sh =====
#!/bin/bash
# OpenROAD 26Q1-2900-gdf79404cd8, Yosys 0.63+post, stock flow scripts
make -C /OpenROAD-flow-scripts/flow DESIGN_CONFIG=/design/flow/config.mk WORK_HOME=/design/flow/orfs finish

===== /design/flow/config.mk =====
export PLATFORM = sky130hd
export DESIGN_NAME = DataMem
export DESIGN_NICKNAME = DataMem
export VERILOG_FILES = /design/flow/design.v
export SDC_FILE = /design/flow/constraint.sdc
export NUM_CORES = 4
export LEC_CHECK = 1
export CORE_UTILIZATION = 50

===== /design/flow/constraint.sdc =====
current_design DataMem

set clk_period 21.0
set clk_io_pct 0.2

create_clock -name clk0 -period $clk_period [get_ports {clk}]

set non_clock_inputs [all_inputs -no_clocks]
set_input_delay [expr $clk_period * $clk_io_pct] -clock clk0 $non_clock_inputs
set_output_delay [expr $clk_period * $clk_io_pct] -clock clk0 [all_outputs]

==> results.toml <==
# synthesis and place-and-route metrics
[status]
status = "finished clean"

[logic_synthesis]
ys_cells = 2248
syn-instance-count = 2248
yosys_area_um2 = 39200
area_leaders = "edfxtp_1 79%, mux2i_1 3.9%, a22oi_1 3.8%, a221oi_1 2.4%, nor2_1 1.5%"
ys_warn_count = 2
synthesis.area_um2 = 39200
most_common_cell = "edfxtp_1"
ys_dominant_reg_cell = "edfxtp_1"
netlist_top_cells_count = "1024 x edfxtp_1, 196 x a22oi_1, 159 x nor2_1"
async_flop_share = 0
synth_seq_share = 0.785
top_area_cell = "edfxtp_1"
synth_cell_type_count = 54
syn_area_per_cell_um2 = 17.4
top_area_frac = 0.785
ys_ff = 1024
edf_count = 1024

[grt]
grtUsageTotal = 0.299
grt_pass1_wl_um = 150000
grt_pass1_vias = 22800
grt_max_degree = 65
grt-ovfl-total = 0
antenna_found_initial = 3

[routing]
wl_um = 103000
drc_errors = 0
drt-vias-per-instance = 6.25
ant_nets = 0
vias = 21900
avgRoutedWirePerCell_um = 29.5
drtPass1Iterations = 7
drt_iter0_drc = 1718

[layout]
design_area_um2 = 44400
synthToLayoutAreaGrowth_pct = 13.3
stdcell_count = 3496
top_regs = "regs (1024)"
largest_reg_flops = 1024
regMostFlops = "regs"
final.fill_count = 5707
drive_above_1_share = 0.136
utilization = 0.573

[worst_setup_path]
cpMostUsedCell = "buf_4"
path_cells = "buf_8 -> buf_4 -> buf_4 -> buf_4 -> buf_4 -> nor2b_4 -> buf_4 -> a22oi_1 -> a2111oi_0 -> a21oi_1 -> a31oi_1 -> or4_1 -> clkdlybuf4s50_1"
path_delay_family = "buffers and inverters"
critPathLaunchType = "input port"
path_class = "in2out"
critPathCaptureType = "primary output"
crit_buf_inv = 7
cpMaxStageDelayCell = "buf_4"
cp.required_ns = 16.80
cp_data_arrival_time_ns = 9.62
worstPathMaxFanout = 47
cp_slowest_stage_delay_ns = 0.70

[clock_tree]
clk_pin_slew_worst_paths_ns = 0.06
cts_buffers = 102
cts_setup_buffers = 0
ctsHoldBuffers = 0
cts.path.max_buffers = 3
htree_levels = 3
clockRootBuffer = "clkbuf_16"
cts_resized = 0
cts_tree = "done"
numClockSinks = 1024

[sta]
fin_tns_setup_ns = 0
tightest_slew_ns = 0.998
setup_viol = 0
fin_ws_ns = 7.18
fin_crit_sh = 0.658
report.final.slew_viol_count = 0
finalHoldViolations = 0
fmax_mhz = 72.4
slew_headroom = 0.333
rsz0062_at_grt = "false"
fin_crit_ns = 13.82

[pwr]
peakVddDrop_mv = 0.0765
p_leak_nw = 14.2
power_density_nw_per_um2 = 96.7

[floorplanning]
core_area_um2 = 77500
row_count = 102
fp-utilization = 0.506
ios = 51
die_area_um2 = 79400
die_h_um = 282
die_w_um = 282

[place]
post-place-ws_ns = 7.21
dp_cells = 3302
placed_area_um2 = 41100
io_buffers = 39
gp_congestion = 0.962
post-dp-hpwl_um = 59400

[job]
warning_count = 37
drv_cap = 0

[hold_path]
hold_path.class = "in2reg"
## placed cells by master (no fill, tap or decap), drive strengths merged, types with 8 or more instances in the layout
| cell type | Yosys | routed |
|---|---|---|
| edfxtp | 1024 | 1024 |
| a22oi | 196 | 196 |
| nor2 | 160 | 160 |
| buf | 100 | 156 |
| mux2i | 154 | 154 |
| clkbuf | 62 | 129 |
| a221oi | 107 | 107 |
| a21oi | 74 | 74 |
| o22ai | 58 | 58 |
| clkinv | 0 | 45 |
| nand2 | 41 | 41 |
| o21ai | 33 | 33 |
| o22a | 27 | 27 |
| a31oi | 23 | 23 |
| a22o | 21 | 21 |
| a211oi | 20 | 20 |
| clkdlybuf4s50 | 0 | 20 |
| mux2 | 18 | 18 |
| o221ai | 14 | 14 |
| bufinv | 0 | 12 |
| nand3 | 10 | 10 |
| nor3 | 10 | 10 |
| a222oi | 9 | 9 |
| or4 | 9 | 9 |
| nor2b | 9 | 9 |
| a2111oi | 8 | 8 |
## where the power goes
group	total [mW]	switching [mW]	internal (mW)	leakage, nW
clock	1.79	0.735	1.06	1.61
sequential	2.27	0.00293	2.26	9.21
combinational	0.233	0.164	0.0684	3.42
## routing by layer
metal  up-vias  routed length [um]  part of all wire  track usage
met5         -                 170            0.0016       0.0122
met4         8                2860             0.028       0.0677
met3       183               17300              0.17        0.215
met2      1348               48000              0.46        0.424
met1     10800               34900              0.34        0.400
li1       9548                   -                 -            -
## kinds of logic after synthesis
| kind of cell | share of synthesized area |
|---|---|
| AND-OR/OR-AND | 0.116 |
| buffers and inverters | 0.0210 |
| flip-flops | 0.785 |
| multiplexers | 0.0480 |
| AND/OR/NAND/NOR | 0.0296 |
## per-stage QoR
| stage | power (mW) | hold WS (ns) |
|---|---|---|
| 2_1_floorplan | 2.42 | 4.30 |
| 3_3_place_gp | 2.54 | 4.40 |
| 3_5_place_dp | 2.54 | 4.40 |
| 4_1_cts | 4.32 | 3.71 |
| 5_1_grt | 4.41 | 3.73 |
| 6_report | 4.29 | 3.74 |
## layout make-up
class | count | area [um^2] | area share
timing repair buffer | 176 | 1340 | 0.0303
multi-input combinational | 1060 | 7650 | 0.172
tap | 1040 | 1300 | 0.0293
inverter | 2 | 7.51 | 0.000169
clock inverter | 62 | 597 | 0.0134
clock buffer | 129 | 2720 | 0.0612
sequential | 1024 | 30700 | 0.693
antenna | 3 | 7.51 | 0.000169
## worst paths after layout
path / start / to / slack [ns] / depth (start not counted)
max: Aaddr[2] / A[15] / 7.18 / 13
min: C[7] / regs[25][7]$_DFFE_PP_ / 3.74 / 1
Power is estimated from default activity; no workload was simulated.
