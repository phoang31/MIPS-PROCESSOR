**./constraint.sdc**
```tcl
current_design reg_file

set clk_period 1.5
set clk_io_pct 0.2

create_clock -name clk0 -period $clk_period [get_ports {clk}]

set non_clock_inputs [all_inputs -no_clocks]
set_input_delay [expr $clk_period * $clk_io_pct] -clock clk0 $non_clock_inputs
set_output_delay [expr $clk_period * $clk_io_pct] -clock clk0 [all_outputs]
```
**./run.sh**
```bash
#!/bin/bash
# OpenROAD 26Q1-2900-gdf79404cd8, Yosys 0.63+post, stock flow scripts
make -C /OpenROAD-flow-scripts/flow DESIGN_CONFIG=/design/flow/config.mk WORK_HOME=/design/flow/orfs finish
```
**./config.mk**
```make
export PLATFORM = sky130hd
export DESIGN_NAME = reg_file
export DESIGN_NICKNAME = reg_file
export VERILOG_FILES = /design/flow/design.v
export SDC_FILE = /design/flow/constraint.sdc
export NUM_CORES = 4
export LEC_CHECK = 1
export CORE_AREA = 10 10 70 70
export DIE_AREA = 0 0 80 80
```
**./design.v**
```verilog
`timescale 1ns / 1ps
module reg_file(
    output reg [15:0] A,        
    output reg [15:0] B,       
    input [15:0] C,          
    input [3:0] Aaddr,       
    input [3:0] Baddr,       
    input [3:0] Caddr,     
    input Load,             
    input clear,             
    input clk                
    );
    reg[15:0] regs[0:15];
    assign A = regs[Aaddr];
    assign B = regs[Baddr];
    initial begin
    regs[0] = 9;
    regs[1] = 8;
    regs[2] = 7;
    regs[3] = 6;
    regs[4] = 5;
    regs[5] = 4;
    regs[6] = 3;
    regs[7] = 2;
    regs[8] = 1;
    regs[9] = 10;
    regs[10] = 12;
    regs[11] = 13;
    regs[12] = 14;
    regs[13] = 15;
    regs[14] = 16;
    regs[15] = 20;
    end
    always @(posedge clk) begin
        if(clear) begin
            regs[0] <= 0;
            regs[1] <= 0;
            regs[2] <= 0;
            regs[3] <= 0;
            regs[4] <= 0;
            regs[5] <= 0;
            regs[6] <= 0;
            regs[7] <= 0;
            regs[8] <= 0;
            regs[9] <= 0;
            regs[10] <= 0;
            regs[11] <= 0;
            regs[12] <= 0;
            regs[13] <= 0;
            regs[14] <= 0;
            regs[15] <= 0;
                    end
        else begin
            if(write) begin
                regs[Caddr] <= C;
                end
                end
     end
endmodule
```
==> impl_metrics.json <==
{
  "grt_overflow": 0,
  "die_height_um": 80,
  "cpLargestDelayFamily": "buffers and inverters",
  "top_logic_kind": "buffers and inverters",
  "topCellsByArea": "buf_4 40%, edfxtp_1 7.4%, a21oi_1 4.9%",
  "top_area_cell": "buf_4",
  "largest_register_ffs": 1,
  "synth.top_cell.area_share_pct": 40.5,
  "avgSynthCellArea_um2": 6.80,
  "wire_per_inst_um": 9.24,
  "yosys_warnings": 5,
  "rsz0062_at_grt": "no",
  "ys_ff": 1,
  "max_stage_delay_ps": 460,
  "power.total_uw": 158,
  "slew_violations": 0,
  "first_iter_violations": 16,
  "p_leak_nw": 0.299,
  "path_clk_slew_ps": 0,
  "ys_sh_simple_pct": 22.1,
  "ys_seq_share_pct": 7.36,
  "core_um2": 3420,
  "grt_usage_pct": 3.33,
  "grt_pass1_wl_um": 1830,
  "status": "completed",
  "antenna_found_initial": 0,
  "critPathKind": "input pin to output port",
  "ir_worst_vdd_uv": 154,
  "drt-pass1-iter-count": 3,
  "ys_sh_xor_pct": 2.15,
  "worstSetupEndpointType": "output port",
  "cp-start-kind": "input pin",
  "vias_per_cell": 3.09,
  "hold_path_class": "input pin to register",
  "mux_area_share_pct": 0,
  "whs_ps": 882,
  "insertedDiodeCount": 0,
  "cp_data_required_time_ps": 1200,
  "arrival_ps": 1160,
  "yosysUniqueCellTypes": 23,
  "adder_share_pct": 0,
  "period_needed_ps": 1460,
  "syn-cell-area_um2": 408,
  "num_rows": 21,
  "ctsHoldBuffers": 0,
  "yosysMostFrequentCell": "buf_4",
  "path_depth": 4,
  "ys_cells": 60,
  "setup_viol": 0,
  "ys_area_um2": 408,
  "vias": 398,
  "synth_cells": 60,
  "cp_cell_sequence": "buf_4, buf_4, and4_1, clkdlybuf4s50_1",
  "cpMostUsedCell": "buf_4",
  "cap_violations": 0,
  "grt_max_degree": 11,
  "hpwl_um": 1030,
  "ant_nets": 0,
  "async_reset_ff_share_pct": 0,
  "compound_area_share_pct": 23.9,
  "setup.worst_path.end": "B[4]",
  "drcViolationCount": 0,
  "critPathLaunch": "Baddr[1]",
  "die-width_um": 80,
  "routabilityCongestion": 0.683,
  "cp_slowest_cell": "clkdlybuf4s50_1",
  "worst-path-max-fanout": 5,
  "utilization_pct": 17.8,
  "io_pins": 63,
  "path_buffers": 3,
  "grt_pass1_vias": 417,
  "hold_viol": 0,
  "die-area_um2": 6400,
  "totalWireLength_um": 1190,
  "area_delta_synth_final_pct": 48.8,
  "finalCritPeriodShare_pct": 97.3,
  "fillers": 411,
  "warnings": 49,
  "drive_gt1_share_pct": 22.9,
  "ys.flop_type": "edfxtp_1",
  "yosys-top-cells-count": "22 x buf_4, 5 x nand2_1, 4 x a21oi_1, 4 x o21ai_0, 3 x nor2_1",
  "max_freq_mhz": 685,
  "largest_register": "regs",
  "power_density_nw_per_um2": 260,
  "tns_ps": 0,
  "io_buffer_count": 19,
  "edf_count": 1,
  "fp_util_pct": 11.9,
  "biggestRegsByFlops": "regs x1"
}
[metal layers]
metal | part of all wire (%) | track usage (%)
met1 | 46 | 4.37
met2 | 37 | 4.65
met3 | 16 | 2.27
met4 | 0 | 0
met5 | 0 | 0
[worst min path at each step]
| stage | to | cells past startpoint | from | slack, ps |
|---|---|---|---|---|
| CTS | regs[13][2] | 1 | clear | 880 |
| global route | regs[13][2] | 1 | clear | 890 |
| finish | regs[13][2] | 1 | clear | 880 |
[repair_timing]
| item | CTS | global route |
|---|---|---|
| gates resized | 53 | 1 |
| setup buffers | 0 | 0 |
| pin swaps | 2 | 0 |
| endpoints found under the setup margin | 10 | 1 |
[stage by stage]
stage | worst slack (ps) | cells | instance area (um2)
2_1_floorplan | 484 | 82 | 490
3_3_place_gp | -585 | 129 | 606
3_5_place_dp | -590 | 129 | 606
4_1_cts | 34.4 | 129 | 607
5_1_grt | 1.73 | 129 | 607
6_report | 40.7 | 129 | 607
[where the power goes]
group	switching, mW	total (mW)	internal [mW]
registers	0.000459	0.0343	0.0338
clock network	0	0	0
logic	0.0542	0.123	0.0692
total	0.0547	0.158	0.103
[layout by cell type, fill, tap and decap left out, types with 2 or more instances in the layout]
cell,synthesis,layout
nand2_1,5,4
inv_1,2,2
o211ai_1,2,2
dlygate4sd2_1,0,8
o21ai_0,4,2
nand2b_4,1,2
a21oi_1,4,4
buf_4,22,9
conb_1,1,23
nor2_1,3,2
clkdlybuf4s50_1,0,3
buf_2,0,2
a31oi_1,2,2
[logic make-up after synthesis]
kind of cell	after synthesis
and+or+nand+nor	16
other	1
buffers and inverters	25
xor gates and xnor gates	1
AOI/OAI and AO/OA	16
DFF	1
[cell type report]
type / instances / area [um2] / share of cell area [%]
timing repair buffer: 24 / 200 / 33.0
multi-input combinational: 56 / 312 / 51.3
sequential: 1 / 30.0 / 4.95
tap: 46 / 57.6 / 9.48
inverter: 2 / 7.51 / 1.24
Power figures rest on the tool's default switching activity, not on a simulated workload.
